`./config.mk`:
```
export PLATFORM = sky130hd
export DESIGN_NAME = Adder
export DESIGN_NICKNAME = Adder
export VERILOG_FILES = /design/flow/design.v
export SDC_FILE = /design/flow/constraint.sdc
export NUM_CORES = 4
export LEC_CHECK = 1
export CORE_AREA = 10 10 89 89
export DIE_AREA = 0 0 99 99
```
`./run.sh`:
```
#!/bin/bash
# OpenROAD 26Q1-2900-gdf79404cd8, Yosys 0.63+post, stock flow scripts
make -C /OpenROAD-flow-scripts/flow DESIGN_CONFIG=/design/flow/config.mk WORK_HOME=/design/flow/orfs finish
```
`./constraint.sdc`:
```
current_design Adder

set clk_period 10.8
set clk_io_pct 0.2

create_clock -name clk0 -period $clk_period

set non_clock_inputs [all_inputs -no_clocks]
set_input_delay [expr $clk_period * $clk_io_pct] -clock clk0 $non_clock_inputs
set_output_delay [expr $clk_period * $clk_io_pct] -clock clk0 [all_outputs]
```
`./design.v`:
```
`timescale 1ns/1ps
module alu_top(
                clk,
               src1,        
               src2,        
               less,        
               A_invert,    
               B_invert,    
               cin,         
               operation,   
                result,      
               cout        
               );
input clk;
input         src1;
input         src2;
input         less;
input         A_invert;
input         B_invert;
input         cin;
input [2-1:0] operation;
output         result;
output        cout;
wire in1,in2;
assign in1=(A_invert^src1);
assign in2=(B_invert^src2);
assign cout=((in1&in2)|(in2&cin))|(in1&cin);
wire op_less;
assign op_less=less;
wire op_add;
assign op_add=(in1^in2)^cin;
wire op_or;
assign op_or=in1|in2;
wire op_and;
assign op_and=in1&in2;
reg r;
always@(src1 or src2 or operation or op_less or op_add or op_or or op_and or clk or less )   
begin
    if(operation==2'b11)
        begin
        r=op_less;
        end
    else if(operation==2'b10)
    begin
        r=op_add;
    end
    else if(operation==2'b01)
    begin
            r=op_or; 
    end
    else 
    begin
        r=op_and;
    end
end
assign result=r;
endmodule
`timescale 1ns/1ps
module Adder(
    src1_i,
	src2_i,
	sum_o
	);
input  [32-1:0]  src1_i;
input  [32-1:0]	 src2_i;
output [32-1:0]	 sum_o;
wire    [32-1:0]	 sum_o;
add_32 an3(.src1(src1_i),.src2(src2_i),.result(sum_o));
endmodule
`timescale 1ns / 1ps
module add_32( 
src1,src2,result,cout,zero,over 
    );
    input  [32-1:0] src1;
input  [32-1:0] src2;
    output  [32-1:0] result;
output          zero;
output          cout;
output          over;
wire [8-1:0] co;
reg             zero;
wire             cout;
wire             over;
 alu_4 a41 (
            .srcA(src1[4-1:0]),  
             .srcB(src2[4-1:0]),  
             .less(0),  
             .A_invert(0),  
             .B_invert(0),  
             .cin(0),  
             .operation(2'b10),  
             .result1(result[4-1:0]),  
             .cout1(co[0])  
             );
             alu_4 a42(
            .srcA(src1[8-1:4]),  
             .srcB(src2[8-1:4]),  
             .less(0),  
             .A_invert(0),  
             .B_invert(0),  
             .cin(co[0]),  
             .operation(2'b10),  
             .result1(result[8-1:4]),  
             .cout1(co[1])  
             );
             alu_4 a43(
            .srcA(src1[12-1:8]),  
             .srcB(src2[12-1:8]),  
             .less(0),  
             .A_invert(0),  
             .B_invert(0),  
             .cin(co[1]),  
             .operation(2'b10),  
             .result1(result[12-1:8]),  
             .cout1(co[2])  
             );
             alu_4 a44(
            .srcA(src1[16-1:12]),  
             .srcB(src2[16-1:12]),  
             .less(0),  
             .A_invert(0),  
             .B_invert(0),  
             .cin(co[2]),  
             .operation(2'b10),  
             .result1(result[16-1:12]),  
             .cout1(co[3])  
             );
             alu_4 a45(
            .srcA(src1[20-1:16]),  
             .srcB(src2[20-1:16]),  
             .less(0),  
             .A_invert(0),  
             .B_invert(0),  
             .cin(co[3]),  
             .operation(2'b10),  
             .result1(result[20-1:16]),  
             .cout1(co[4])  
             );
             alu_4 a46(
            .srcA(src1[24-1:20]),  
             .srcB(src2[24-1:20]),  
             .less(0),  
             .A_invert(0),  
             .B_invert(0),  
             .cin(co[4]),  
             .operation(2'b10),  
             .result1(result[24-1:20]),  
             .cout1(co[5])  
             );
             alu_4 a47(
            .srcA(src1[28-1:24]),  
             .srcB(src2[28-1:24]),  
             .less(0),  
             .A_invert(0),  
             .B_invert(0),  
             .cin(co[5]),  
             .operation(2'b10),  
             .result1(result[28-1:24]),  
             .cout1(co[6])  
             );
             alu_4 a48(
            .srcA(src1[32-1:28]),  
             .srcB(src2[32-1:28]),  
             .less(0),  
             .A_invert(0),  
             .B_invert(0),  
             .cin(co[6]),  
             .operation(2'b10),  
             .result1(result[32-1:28]),  
             .cout1(co[7])  
             );
            assign cout=co[7];
            assign over=co[7]^(src1[31]^src2[31]^result[31]); 
 always@(src1 or src2)
 begin
    if(result==0)
    zero=1;
    else
    zero=0;
 end
endmodule
`timescale 1ns / 1ps
module alu_4(
             srcA,  
             srcB,  
             less,  
             A_invert,  
             B_invert,  
             cin,  
             operation,  
             result1,  
             cout1  
    );
   input [4-1:0] srcA, srcB;
   input         cin, less, A_invert, B_invert;
   input [2-1:0] operation;
   output        cout1;
   output [4-1:0]result1;
   wire   [4-1:0] co;
              alu_top a1(
              .src1(srcA[0]),
              .src2(srcB[0]),
              .less(less),
              .A_invert(A_invert),
              .B_invert(B_invert),
              .cin(cin),
              .operation(operation),
              .result(result1[0]),
              .cout(co[0])
              );
              alu_top a2(
              .src1(srcA[1]),
              .src2(srcB[1]),
              .less(0),
              .A_invert(A_invert),
              .B_invert(B_invert),
              .cin(co[0]),
              .operation(operation),
              .result(result1[1]),
              .cout(co[1])
              );
              alu_top a3(
              .src1(srcA[2]),
              .src2(srcB[2]),
              .less(0),
              .A_invert(A_invert),
              .B_invert(B_invert),
              .cin(co[1]),
              .operation(operation),
              .result(result1[2]),
              .cout(co[2])
              );
              alu_top a4(
              .src1(srcA[3]),
              .src2(srcB[3]),
              .less(0),
              .A_invert(A_invert),
              .B_invert(B_invert),
              .cin(co[2]),
              .operation(operation),
              .result(result1[3]),
              .cout(co[3])
              );
  assign cout1=co[3];
endmodule
```
==> summary.txt <==
This memo summarizes the results of the implementation run.

Power
The leakage power figure is 0.603 nW. The power density over the cells is 53.9 mW/mm². The power report puts the net switching power at 0.0275 mW. Of the total power, the clock network draws 0. The script computed the net switching share of total power as 0.299. The worst vdd rail ir drop is 0.0236 mV. The power report attributes to the combinational group a share of 1.000. Cell internal power was estimated by the tool at 0.0646 mW. The share of power burned in registers is 0.

Global routing
The largest net degree at the start of global routing is 2. Per the GRT congestion report, total overflow comes to 0. The overall routing resource usage is 0.0677. The initial antenna violation count is 0. The first global-routing pass estimated 5.22 mm of wire. The via count of the first global-routing pass is 922.

Floorplanning
The full die area is 0.00980 mm². The standard-cell row count is 28. The number of placed I/O pins is 96. The vertical extent of the die is 99 µm. The fraction of the core area occupied by cells at floorplan is 0.146. The width of the chip is 99 µm. The total core area is 0.00599 mm².

STA
Pins over their slew limit in the final report were tallied at 0. The smallest setup slack after layout is -4.66 ns. The worst hold slack after final layout is 4.98 ns. The transition time of the tightest slew-check pin is 0.133 ns.

The total of endpoints with negative setup slack in the final report is 14. The final critical-path required period is 15.46 ns. Setup repair after global routing could not meet its margin everywhere. The post-route fraction of the period consumed by the critical path is 1.43. Setup total negative slack on the finished layout was measured at -35.84 ns. In this build the clock could be raised as far as 0.0647 GHz.

The number of endpoints with negative hold slack in the final report is 0. Headroom to the max-slew limit came out at 0.911.

Cells and area
The finished cells cover 0.00171 mm². The total number of sequential cells is 0. Ranking logic cells in the layout by count gives the top entries clkdlybuf4s50_1 (76), fa_2 (30), buf_2 (14). The share of final-layout standard cells stronger than drive strength 1 is 0.383.

The most frequently placed logic cell in the final layout is clkdlybuf4s50_1. The final-layout clock buffer total is 0. Across the whole layout, storage elements account for 0 µm². From synthesis to final layout, the design area changed by 94.6%.

Outcome
The checks that failed: negative setup slack. The run finished, with violations left.

Routing
In the routed netlist, the antenna diode instances number 0. In this run the remaining antenna-violating nets after routing total 0. The number of vias per cell after detailed routing is 3.42.

The wire length per cell after detailed routing is 16.5 µm. The script parses the final routing iteration and logs DRC violations as 0. The routed layout has 695 vias. The iteration-0 DRC count of the detailed router is 1. The final layout contains routed wiring with a total length of 3.34 mm. The number of iterations in the first detailed-routing pass is 3.

Synth
The mean cell area of the mapped netlist is 13.7 µm². For this run, the register share of the synthesized area comes to 0. The number of standard cells after synthesis is 64. The number of different library cells used by synthesis comes to 4. After synthesis, the chip area reported by Yosys is 877 µm². The Yosys step of the flow raised 30 warnings.

For this design, Yosys synthesis ends with a cell count of 64. The area of the mapped netlist is 877 µm².

Setup path
STA classifies the critical path endpoint as an output pin. The arrival time reported for the critical path endpoint is 13.30 ns. The startpoint type of the worst setup path is a primary input. STA lists the maximum fanout along the critical path as 1. Per the STA report, the cell with the highest stage delay on the worst path is fa_2. The required time at the worst-slack endpoint is 8.64 ns. The cell repeated most along the worst path is fa_2. The kind of critical path is primary input to output pin. For reference, the critical path is captured by sum_o[31]. The launch point of the critical path was reported as src1_i[0]. The delay of the slowest cell on the worst path is 0.36 ns.

Job
The number of max-capacitance violations reported is 0. The number of warnings reported in the stage logs is 35.

Placed design
Routability-driven placement finished with a final weighted congestion of 0.852. Detailed placement reports a standard cell area of 0.00178 mm². Port buffering added 96 buffers. The setup slack after placement is -5.48 ns. The detailed placement HPWL is 3.32 mm.

Min path
The path class of the lowest-slack min-delay path is primary input to output pin.

Clock network
Buffers inserted to repair hold after CTS numbered 0. The post-CTS setup repair buffer count is 0. The number of gates resized after CTS was 61.
[Yosys cell counts]
master / number / share of area
ha_1: 1 / 0.014
fa_1: 30 / 0.68
xor3_1: 1 / 0.027
buf_4: 32 / 0.27
[layout make-up]
class,instances,area [µm²]
fill,608,4280
tap,75,93.8
timing repair buffer,96,888
multi-input combinational,32,724
[power groups by stage]
stage / clock network (mW) / logic (mW) / registers [mW]
after CTS: 0 / 0.0953 / 0
after global routing: 0 / 0.104 / 0
final: 0 / 0.0921 / 0
[critical path, delay by kind of cell]
kind | cells | cell delay [ns]
fa+ha+maj | 31 | 10.57
xor+xnor | 1 | 0.35
buf+inv | 2 | 0.20
[how the worst min path moves through the flow]
stage,start,to,slack (ns),cells past startpoint
5_1_grt,src2_i[0],sum_o[0],4.99,3
6_report,src2_i[0],sum_o[0],4.98,3
4_1_cts,src2_i[0],sum_o[0],4.99,3
[per-stage QoR]
| step | instances | utilization | power [mW] |
|---|---|---|---|
| finish | 203 | 0.285 | 0.0921 |
| global route | 203 | 0.285 | 0.104 |
| CTS | 203 | 0.284 | 0.0953 |
| detailed placement | 203 | 0.297 | 0.107 |
| global placement | 203 | 0.297 | 0.107 |
| floorplan | 64 | - | 0.0498 |
[routing by layer]
metal  routed length, µm  share of wire  GRT usage
met4                   0              0          0
met1                1300           0.39     0.0827
met5                   0              0          0
met2                1160           0.35     0.0912
met3                 877           0.26     0.0634
[cell families (layout without fill, tap and decap cells)]
family	after synthesis	after routing	share of synthesized area
buffers and inverters	32	96	0.274
XOR/XNOR	1	1	0.0271
adder cells (fa/ha/maj)	31	31	0.699
Power figures rest on the tool's default switching activity, not on a simulated workload.

`/design/flow/config.mk`:
```
export PLATFORM = sky130hd
export DESIGN_NAME = Decoder
export DESIGN_NICKNAME = Decoder
export VERILOG_FILES = /design/flow/design.v
export SDC_FILE = /design/flow/constraint.sdc
export NUM_CORES = 4
export LEC_CHECK = 1
export CORE_AREA = 10 10 70 70
export DIE_AREA = 0 0 80 80
```
`/design/flow/constraint.sdc`:
```
current_design Decoder

set clk_period 1.3
set clk_io_pct 0.2

create_clock -name clk0 -period $clk_period

set non_clock_inputs [all_inputs -no_clocks]
set_input_delay [expr $clk_period * $clk_io_pct] -clock clk0 $non_clock_inputs
set_output_delay [expr $clk_period * $clk_io_pct] -clock clk0 [all_outputs]
```
`/design/flow/design.v`:
```
`timescale 1ns/1ps
module Decoder(
    instr_op_i,
	RegWrite_o,
	ALU_op_o,
	ALUSrc_o,
	RegDst_o,
	Branch_o
	);
input  [6-1:0] instr_op_i;
output         RegWrite_o;
output [3-1:0] ALU_op_o;
output         ALUSrc_o;
output         RegDst_o;
output         Branch_o;
wire           RegWrite_o;
wire   [3-1:0] ALU_op_o;
wire           ALUSrc_o;
wire           RegDst_o;
wire           Branch_o;
wire rtype;
wire beq;
wire addi;
wire slti;
wire ori;
wire lui;
assign rtype = (instr_op_i==0);
assign beq   = (instr_op_i==4);
assign addi  = (instr_op_i==8);
assign slti =  (instr_op_i==10);
assign RegWrite_o = ((rtype | addi )| slti);
assign ALUSrc_o   = (addi | slti ); 
assign RegDst_o   = rtype; 
assign Branch_o   = beq;
assign ALU_op_o[2] = (beq | slti );
assign ALU_op_o[1] = ((beq | addi )| slti);
assign ALU_op_o[0] = slti;
endmodule
```
`/design/flow/run.sh`:
```
#!/bin/bash
# OpenROAD 26Q1-2900-gdf79404cd8, Yosys 0.63+post, stock flow scripts
make -C /OpenROAD-flow-scripts/flow DESIGN_CONFIG=/design/flow/config.mk WORK_HOME=/design/flow/orfs finish
```
==> GITHUB_STEP_SUMMARY <==
## Synthesis and layout report

| Metric | Value |
|---|---|
| Fin. max-slew vios | `0` |
| Cell Type Count | `13` |
| Global Route Usage Sum | `0.0189` |
| Number of rows created at floorplan | `21` |
| Setup repair after global routing missed its margin | `true` |
| Synthesis area per yosys | `120 µm²` |
| Layout clock buffer count | `0` |
| Syn-to-layout area delta | `192%` |
| Via density per instance | `approximately 2.3` |
| Final period util | `1.16` |
| Global-route wire length before repair | `approximately 990 µm` |
| HPWL after DPL | `roughly 510 µm` |
| Proportion of power drawn by flip-flops and latches | `0` |
| Most frequently placed logic cells in the final layout | `8 x sky130_fd_sc_hd__buf_2, 6 x sky130_fd_sc_hd__buf_6, 4 x sky130_fd_sc_hd__buf_4` |
| Pre-placement core utilization | `0.0352` |
| Share of total power in combinational logic | `1.000` |
| Via count | `between 150 and 200` |
| Net load switching power | `~0.025 mW` |
| Total I/O pin count | `13` |
| Number of remaining DRC errors | `0` |
| Final Total Pwr | `between 0.06 and 0.07 mW` |
| Detailed Route WL | `between 600 and 700 µm` |
| Number of I/O port buffers | `13` |
| Final routed wire length divided by cell count | `8.06 µm` |
| Synthesized area | `120 µm²` |
| Leading cell type in the layout, fill and taps excluded | `sky130_fd_sc_hd__buf_2` |
| Power Internal | `between 0.04 and 0.05 mW` |
| Post-Syn Instances | `14` |
| Pin count of the biggest net entering global routing | `7` |
| Kind of launch point of the worst setup path | `input port` |
| Crit. End Element | `primary output` |
| Path type of the worst min-delay path | `in2out` |
| Crit path time final | `1.51 ns` |
| Slew HR | `0.882` |
| Switching power share of the total | `0.375` |
| Fraction of the yosys area taken by sequential cells | `0` |
| Overall die height | `around 80 µm` |
| Maximum Capacitance Violations | `0` |
| P per Cell Area | `about 190 mW/mm²` |
| Average instance area after synthesis | `8.58 µm²` |
| Chip footprint | `approximately 0.0064 mm²` |
| Highest fanout seen on the critical path | `4` |
| Number of antenna violations at the first check in global routing | `0` |
| Static leakage power | `~0.14 nW` |
| Count of inserted antenna diode cells | `0` |
| Count of sequential standard cells | `0` |
| WS Path Type | `in2out` |
| Status | `complete, but fails checks` |
| Maximum achievable frequency | `between 600 and 700 MHz` |
| Length of the first detailed-routing pass in iterations | `2` |
| Number of DRC markers in iteration 0 | `5` |
| Routability congestion estimate from global placement | `between 0.6 and 0.7` |
| Final count of negative-setup-slack endpoints | `7` |
| Routed Antenna Nets | `0` |
| Die Span X | `80 µm` |
| Clock group share of total power | `0` |
| Floorplan core area | `0.00342 mm²` |
| Number of warnings reported in the yosys synthesis log | `0` |
| Final Worst Setup Slack | `-0.205 ns` |
| Arrival @ worst endpoint | `1.25 ns` |
| Number of cells in Yosys stat | `14` |
| Global-route congestion overflow total | `0` |
| Total number of warnings across the stage logs | `34` |
| CP Data Required Time | `about 1.0 ns` |
| Number of endpoints with negative hold slack in the final report | `0` |
| Failing checks | `setup timing` |
| Share of layout cells above drive strength 1 | `0.818` |
| Via count of the first global-routing pass | `187` |
| Seq. cell area | `0 µm²` |
| Dpl ws | `-0.848 ns` |
| Slew of the pin with the lowest slew margin | `roughly 0.18 ns` |
| Worst voltage drop across the vdd grid | `just over 50 µV` |
[power groups by stage]
| stage | combinational [mW] | clock [mW] | sequential, mW |
|---|---|---|---|
| final | 0.0668 | 0 | 0 |
| after global routing | 0.0723 | 0 | 0 |
| after CTS | 0.0648 | 0 | 0 |
[worst max-delay path, stage by stage]
cell and delay, ns:
sky130_fd_sc_hd__buf_6 0.09, sky130_fd_sc_hd__or3_4 0.40, sky130_fd_sc_hd__buf_6 0.13, sky130_fd_sc_hd__nor4b_4 0.22, sky130_fd_sc_hd__buf_2 0.14
[cells by family after synthesis]
| group | Yosys count | share of synthesized area |
|---|---|---|
| AND-OR/OR-AND | 2 | 0.0833 |
| AND/OR/NAND/NOR | 10 | 0.760 |
| buffers and inverters | 2 | 0.156 |
[layer usage]
layer | global-route usage | share of wire | wire, µm
met5 | 0 | 0 | 0
met4 | 0 | 0 | 0
met3 | 0.0102 | 0.16 | 101
met2 | 0.0289 | 0.40 | 256
met1 | 0.0244 | 0.44 | 279
[metrics by stage]
stage,setup TNS (ns),hold slack [ns],area (µm²),util,cells
floorplan,0,0.532,120,-,14
global placement,-5.35,1.59,312,0.0912,74
detailed placement,-5.37,1.60,312,0.0912,74
CTS,-0.913,0.954,343,0.100,79
global route,-1.14,0.974,350,0.103,79
finish,-0.776,0.948,350,0.103,79
[synthesized netlist by cell type (all sizes together)]
| library cell | instances | area (µm²) |
|---|---|---|
| nor3b | 1 | 12.5 |
| or3b | 1 | 8.76 |
| nor4b | 1 | 23.8 |
| or3 | 1 | 11.3 |
| nor2b | 1 | 6.26 |
| nand3b | 1 | 7.51 |
| a21oi | 2 | 10.0 |
| nor2 | 1 | 3.75 |
| nor4 | 1 | 6.26 |
| nand2b | 1 | 6.26 |
| buf | 2 | 18.8 |
| nor3 | 1 | 5.00 |
[final timing paths]
kind | startpoint | end | slack (ns) | depth (start not counted)
worst max-delay path | instr_op_i[5] | Branch_o | -0.21 | 5
worst min-delay path | instr_op_i[5] | ALU_op_o[0] | 0.95 | 5
[cell type report]
type                       count  area, µm²
tap                           46       57.6
timing repair buffer          21        168
fill                         411       3070
multi-input combinational     12        125
[repair_timing]
| action | in CTS | in global routing |
|---|---|---|
| hold endpoints to repair | 0 | 0 |
| setup endpoints to repair | 7 | 7 |
| pin swaps | 8 | 3 |
| setup buffers | 5 | 0 |
| hold buffers | 0 | 0 |
| resized | 46 | 2 |
No activity file was given, so power comes from the tool's default toggle rates.

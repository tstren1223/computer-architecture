==> design.v <==
`timescale 1ns / 1ps
module Forwarding(
    RS_addr,
    RT_addr,
    EX_MEM_write,
    EX_MEM_addr,
    MEM_WB_write,
    MEM_WB_addr,
    RS_pick,
    RT_pick
    );
input [4:0] RS_addr;
input [4:0] RT_addr;
input       EX_MEM_write;
input [4:0] EX_MEM_addr;
input       MEM_WB_write;
input [4:0] MEM_WB_addr;
output reg [1:0] RS_pick;
output reg [1:0] RT_pick;
always @(*) begin
    if(MEM_WB_write && MEM_WB_addr!=0 && RS_addr==MEM_WB_addr)
        RS_pick <= 2;
    else if(EX_MEM_write && EX_MEM_addr!=0 && RS_addr==EX_MEM_addr)
        RS_pick <= 1;
    else
        RS_pick <= 0;
    if(MEM_WB_write && MEM_WB_addr!=0 && RT_addr==MEM_WB_addr)
        RT_pick <= 2;
    else if(EX_MEM_write && EX_MEM_addr!=0 && RT_addr==EX_MEM_addr)
        RT_pick <= 1;
    else
        RT_pick <= 0;
end
endmodule     
==> run.sh <==
#!/bin/bash
# OpenROAD 26Q1-2900-gdf79404cd8, Yosys 0.63+post, stock flow scripts
make -C /OpenROAD-flow-scripts/flow DESIGN_CONFIG=/design/flow/config.mk WORK_HOME=/design/flow/orfs finish
==> config.mk <==
export PLATFORM = sky130hd
export DESIGN_NAME = Forwarding
export DESIGN_NICKNAME = Forwarding
export VERILOG_FILES = /design/flow/design.v
export SDC_FILE = /design/flow/constraint.sdc
export NUM_CORES = 4
export LEC_CHECK = 1
export CORE_AREA = 10 10 70 70
export DIE_AREA = 0 0 80 80
==> constraint.sdc <==
current_design Forwarding

set clk_period 2.3
set clk_io_pct 0.2

create_clock -name clk0 -period $clk_period

set non_clock_inputs [all_inputs -no_clocks]
set_input_delay [expr $clk_period * $clk_io_pct] -clock clk0 $non_clock_inputs
set_output_delay [expr $clk_period * $clk_io_pct] -clock clk0 [all_outputs]
==> job_summary.md <==
## Implementation flow summary

| Metric | Value |
|---|---|
| Status | `complete, no violations` |
| CTS Hold Bufs | `0` |
| Max-cap violation count | `0` |
| Leak | `0.3027 nW` |
| YS chip area | `257.7 um2` |
| Setup slack at placement | `-0.7120 ns` |
| CORE AREA | `3416 um2` |
| Clock buffer count | `0` |
| Vias in the first global route | `453` |
| Rel. slew slack | `82.77%` |
| Hold Vio Cnt, Final | `0` |
| Syn Area/Cell | `7.581 um2` |
| Ys Warns | `1` |
| Vias per inst | `3.317` |
| Wire per inst | `11.23 um` |
| CP Data Arrival Time | `1.79 ns` |
| PwrDens | `163.5 nW/um2` |
| IR Drop Worst-Case VDD | `0.07884 mV` |
| Endpoints failing setup | `0` |
| Worst hold-check path type | `in -> out` |
| # rows | `21` |
| Log Warnings | `32` |
| Cell count after synthesis | `34` |
| Hold WS | `1.373 ns` |
| Post-DRT Antenna Nets | `0` |
| DPL Wire Length | `1194 um` |
| Most frequent cells in the layout | `buf_4 (12), xnor2_1 (11), clkdlybuf4s50_1 (9), dlygate4sd2_1 (9)` |
| Seq share, synth | `0%` |
| Setup bufs post-CTS | `0` |
| CP Class | `in -> out` |
| Detailed-router iteration count before antenna repair | `4` |
| Cell Area, Synth | `257.7 um2` |
| Remaining DRCs | `0` |
| Share of cells above drive strength 1 | `42.47%` |
| Vias | `398` |
| Setup_tns | `0 ns` |
| Min cycle time layout | `2.253 ns` |
| Largest net degree at the start of global routing | `4` |
| Port Buffers | `26` |
| Die Y | `80 um` |
| CP required | `1.84 ns` |
| Cycle use final | `97.96%` |
| Setup ws final | `0.04690 ns` |
| Reg area | `0 um2` |
| Num ports | `26` |
| Final wirelength | `1348 um` |
| Commonest Layout Cell | `buf_4` |
| Yosys cell count | `34` |
| Initial antenna violation count | `0` |
| Grt total ovfl | `0` |
| All-Layer GR Usage | `3.975%` |
| P&R area growth vs syn | `187.9%` |
| Slew Viols, Final | `0` |
| Die Size | `6400 um2` |
| RD Place Congestion | `0.8971` |
| Crit path capture type | `output pin` |
| Seq cells | `0` |
| Starting DRT DRC Count | `12` |
| RSZ-0062 raised after global routing | `false` |
| Horiz. Die Dim | `80 um` |
| Slew @ Worst Pin | `0.2566 ns` |
| CP max FO | `3` |
| First-pass GRT wire length | `2049 um` |
| Max Freq | `443.8 MHz` |
| Synth cell types | `9` |
| Pre-Place Util | `7.546%` |
| CP startpoint kind | `primary input` |
## final cells by class
cell class / count / area (um2)
antenna: 1 / 2.502
fill: 382 / 2674
multi-input combinational: 34 / 354.1
tap: 46 / 57.56
timing repair buffer: 39 / 327.8
## kinds of logic after synthesis
family	after synthesis	synth area share (%)
XOR/XNOR	20	67.96
AND/OR/NAND/NOR	13	28.64
AND-OR/OR-AND	1	3.399
## cells in the mapped netlist (all sizes together)
master	instances	area, um2
or4	2	15.01
nor2	1	3.750
xnor2	16	140.1
nand4	2	12.51
xor2	4	35.03
nand2	2	7.510
nor4	4	25.02
o21ai	1	8.760
nand3	2	10.01
## worst max-delay path, cell delays in order
cell,delay [ns]
clkdlybuf4s50_1,0.47
or4_4,0.54
nor2_2,0.14
nor4_1,0.07
buf_2,0.12
## per-layer routing
metal  wire [um]  track usage (%)
met5           0                0
met4           0                0
met3         278            2.614
met2         278            3.772
met1         791            6.742
## where the power goes
part | switching [W] | internal, W | total [W]
clock network | 0 | 0.0000000000582 | 0.0000000000582
registers | 0 | 0 | 0
logic | 0.0000500 | 0.0000713 | 0.000121
total | 0.0000500 | 0.0000713 | 0.000121
## final timing paths
kind	start	to	slack [ns]	depth (start not counted)
worst max-delay path	EX_MEM_addr[2]	RS_pick[0]	0.05	5
worst min-delay path	EX_MEM_addr[1]	RS_pick[0]	1.37	5
## through the flow
step | area [um2] | util, % | total power (W) | std cells
CTS | 730.7 | 21.39 | 0.0001207 | 119
finish | 742.0 | 21.72 | 0.0001213 | 120
global placement | 673.1 | 19.71 | 0.0001075 | 119
floorplan | 257.7 | - | 0.00003510 | 34
global route | 739.5 | 21.65 | 0.0001300 | 119
detailed placement | 673.1 | 19.71 | 0.0001084 | 119
## timing repair
item                       CTS  global route
gates resized               46             2
pin swaps                   10             2
setup endpoints to repair    4             2
Power and IR drop assume default switching activity.

**flow/config.mk**
```make
export PLATFORM = sky130hd
export DESIGN_NAME = alu_top_less
export DESIGN_NICKNAME = alu_top_less
export VERILOG_FILES = /design/flow/design.v
export SDC_FILE = /design/flow/constraint.sdc
export NUM_CORES = 4
export LEC_CHECK = 1
export CORE_AREA = 10 10 70 70
export DIE_AREA = 0 0 80 80
```
**flow/run.sh**
```bash
#!/bin/bash
# OpenROAD 26Q1-2900-gdf79404cd8, Yosys 0.63+post, stock flow scripts
make -C /OpenROAD-flow-scripts/flow DESIGN_CONFIG=/design/flow/config.mk WORK_HOME=/design/flow/orfs finish
```
**flow/design.v**
```verilog
`timescale 1ns/1ps
module alu_top_less(
	src1,        
	src2,        
	less,        
	A_invert,    
	B_invert,    
	cin,         
	ein,         
	operation,   
	result,      
	cout,        
	eout,        
	set          
	);
input src1;
input src2;
input less;
input A_invert;
input B_invert;
input cin;
input ein;
input [2-1:0] operation;
output reg result;
output reg cout;
output reg eout;
output reg set;
wire A_in = src1 ^ A_invert;
wire B_in = src2 ^ B_invert;
wire AND  = A_in & B_in;
wire OR   = A_in | B_in;
wire ADD  = A_in ^ B_in ^ cin;
wire tmpcout = (A_in & B_in) | (A_in & cin) | (B_in & cin);
wire tmpeout = (src1 ~^ src2) & ein;
always @(*) begin
	cout <= tmpcout;
	eout <= tmpeout;
	set  <= ADD;
	case(operation[2-1:0])
		0:       result <= AND;
		1:       result <= OR;
		2:       result <= ADD;
		default: result <= less;
	endcase
end
endmodule
```
**flow/constraint.sdc**
```tcl
current_design alu_top_less

set clk_period 2.1
set clk_io_pct 0.2

create_clock -name clk0 -period $clk_period

set non_clock_inputs [all_inputs -no_clocks]
set_input_delay [expr $clk_period * $clk_io_pct] -clock clk0 $non_clock_inputs
set_output_delay [expr $clk_period * $clk_io_pct] -clock clk0 [all_outputs]
```
==> results.toml <==
# generated from flow reports
[placed_design]
place_hpwl_um = 535
dp.cells = 78
port-buffer-count = 13
gp_congestion = 0.680

[routing]
drc_errors = 0
met2RoutedLength_um = 281
first_pass_iters = 1
post_drt_wl_per_cell_um = 6.94
diodes = 0
top_layer_used = "met3"
final_antenna_net_count = 0
wl_met1_um = 191
num_vias = 166
first_iter_violations = 0
via_per_inst = 2.02
wl_met3_um = 97
totalWireLength_um = 569

[grt]
grt_pass1_vias = 190
antenna_found_initial = 0
grt_first_pass_wirelength_um = 869
overflow = 0
grt_max_degree = 3
grt_usage = 0.0167

[floorplan]
num_io_pins = 13
dieArea_um2 = 6400
dieWidth_um = 80
initCoreUtil = 0.0359
std_cell_rows = 21
die_h_um = 80
core_um2 = 3420

[logic_synthesis]
synth_area_leader_cell = "ha_1"
netlist_instances = 14
yosys_area_um2 = 123
synth.top_cell.area_share = 0.204
netlist-cell-type-count = 7
synth_warnings = 1
syn_avg_cell_area_um2 = 8.76
postSynthSeqShare = 0
synth_area_um2 = 123
netlist_top_cells_area = "ha_1 20%, inv_1 18%, mux4_2 18%"
ys_cells = 14

[layout]
fillers = 407
drive_above_1_share = 0.583
register_area_um2 = 0
area_growth_pct = 213
layout.cells.non_filler = 82
flops = 0
fin_util = 0.112
nClkBuffers = 0

[run_status]
status = "complete, but fails checks"
failed_checks = "negative setup slack"

[worst_setup_path]
crit_chain = "buf_6 > xor2_2 > inv_2 > fa_1 > inv_2 > mux4_2 > buf_2"
required_ps = 1680
cp_max_fo = 2
slowest_stage = "fa_1"
path_common_cell = "inv_2"
startpoint_type = "primary input"
cp.arrival_ps = 1850
critPathKind = "in2out"
endpoint_kind = "output port"
max_stage_delay_ps = 490

[timing]
relSlewSlack = 0.883
worst_slack_ps = -167
timing.final.max_slew_violations = 0
rsz0062_at_grt = "yes"
layout_min_cycle_time_ps = 2270
worstMarginPinSlew_ps = 174
fin_crit_sh = 1.08
max_freq_mhz = 441
whs_ps = 1560
setup_viol = 1
hold_viol_final = 0

[power_and_ir_drop]
p_per_area_nw_per_um2 = 277
power_leakage_uw = 0.000177
peakVddDrop_mv = 0.0409

[job]
maxCapViolations = 0
warnings = 36

[min_path]
hp-class = "in2out"
==> layout make-up <==
class	instances	area, um^2	share of cell area
Tap cell	46	57.6	0.150
Timing Repair Buffer	22	189	0.492
Multi-Input combinational cell	8	115	0.300
Inverter	6	22.5	0.0586
==> cells in the final DEF, fill, tap and decap left out, drive strengths merged <==
cell / instances
clkdlybuf4s50: 6
ha: 2
inv: 6
xor2: 1
fa: 1
and2: 1
dlygate4sd2: 1
buf: 15
xnor2: 2
mux4: 1
==> through the flow <==
stage / setup TNS [ps] / area [um^2] / worst slack [ps] / total power [uW]
after floorplan: 0 / 123 / 112 / 21.5
after global placement: -2090 / 348 / -948 / 85.4
after detailed placement: -2230 / 348 / -987 / 87.0
after CTS: -313 / 377 / -250 / 105
after global routing: -247 / 384 / -212 / 117
final: -167 / 384 / -167 / 106
==> cells by family (layout without fill, tap and decap cells) <==
logic type | count (synthesis) | count (layout) | share of synthesized area
muxes | 1 | 1 | 0.184
xor gates and xnor gates | 3 | 3 | 0.214
adders and majority gates | 3 | 3 | 0.367
buffers and inverters | 6 | 28 | 0.184
and+or+nand+nor | 1 | 1 | 0.0511
==> synthesized netlist by cell type, drive strengths merged <==
master,count
inv,6
ha,2
xnor2,2
and2,1
fa,1
mux4,1
xor2,1
==> critical path, delay by kind of cell <==
family | cells | cell delay, ps
buffers and inverters | 4 | 330
adder cells (fa/ha/maj) | 1 | 490
XOR/XNOR | 1 | 170
multiplexers | 1 | 440
==> layer usage <==
layer / vias to the layer above / GRT usage
met1: 76 / 0.0173
met5: - / 0
met3: 0 / 0.0102
li1: 83 / -
met4: 0 / 0
met2: 7 / 0.0297
==> repair_timing <==
action,in CTS,in global routing
setup endpoints to repair,4,3
gates cloned,0,0
endpoints found under the hold margin,0,0
buffers inserted,3,1
gates resized,29,3
pin swaps,3,3
hold buffers,0,0
==> worst paths after layout <==
path / cells past startpoint / slack, ps / end / startpoint
max: 7 / -170 / result / B_invert
min: 3 / 1560 / result / operation[0]
==> power by group <==
group / total (uW) / internal [uW] / switching (uW)
registers: 0 / 0 / 0
clock network: 0 / 0 / 0
logic: 106 / 74.9 / 31.5
Power and IR drop assume default switching activity.

==> /design/flow/design.v <==
`timescale 1ns / 1ps
module Data_Memory
(
	clk_i,
	addr_i,
	data_i,
	MemRead_i,
	MemWrite_i,
	data_o
);
input				clk_i;
input	[31:0]		addr_i;
input	[31:0]		data_i;
input				MemRead_i;
input				MemWrite_i;
output	[31:0] 		data_o;
reg		[31:0]		data_o;
reg		[7:0]		Mem 			[0:127];	 
integer				i;
wire	[31:0]		memory			[0:31];
assign  memory[0] = {Mem[3], Mem[2], Mem[1], Mem[0]};
assign  memory[1] = {Mem[7], Mem[6], Mem[5], Mem[4]};
assign  memory[2] = {Mem[11], Mem[10], Mem[9], Mem[8]};
assign  memory[3] = {Mem[15], Mem[14], Mem[13], Mem[12]};
assign  memory[4] = {Mem[19], Mem[18], Mem[17], Mem[16]};
assign  memory[5] = {Mem[23], Mem[22], Mem[21], Mem[20]};
assign  memory[6] = {Mem[27], Mem[26], Mem[25], Mem[24]};
assign  memory[7] = {Mem[31], Mem[30], Mem[29], Mem[28]};
assign  memory[8] = {Mem[35], Mem[34], Mem[33], Mem[32]};
assign  memory[9] = {Mem[39], Mem[38], Mem[37], Mem[36]};
assign  memory[10] = {Mem[43], Mem[42], Mem[41], Mem[40]};
assign  memory[11] = {Mem[47], Mem[46], Mem[45], Mem[44]};
assign  memory[12] = {Mem[51], Mem[50], Mem[49], Mem[48]};
assign  memory[13] = {Mem[55], Mem[54], Mem[53], Mem[52]};
assign  memory[14] = {Mem[59], Mem[58], Mem[57], Mem[56]};
assign  memory[15] = {Mem[63], Mem[62], Mem[61], Mem[60]};
assign  memory[16] = {Mem[67], Mem[66], Mem[65], Mem[64]};
assign  memory[17] = {Mem[71], Mem[70], Mem[69], Mem[68]};
assign  memory[18] = {Mem[75], Mem[74], Mem[73], Mem[72]};
assign  memory[19] = {Mem[79], Mem[78], Mem[77], Mem[76]};
assign  memory[20] = {Mem[83], Mem[82], Mem[81], Mem[80]};
assign  memory[21] = {Mem[87], Mem[86], Mem[85], Mem[84]};
assign  memory[22] = {Mem[91], Mem[90], Mem[89], Mem[88]};
assign  memory[23] = {Mem[95], Mem[94], Mem[93], Mem[92]};
assign  memory[24] = {Mem[99], Mem[98], Mem[97], Mem[96]};
assign  memory[25] = {Mem[103], Mem[102], Mem[101], Mem[100]};
assign  memory[26] = {Mem[107], Mem[106], Mem[105], Mem[104]};
assign  memory[27] = {Mem[111], Mem[110], Mem[109], Mem[108]};
assign  memory[28] = {Mem[115], Mem[114], Mem[113], Mem[112]};
assign  memory[29] = {Mem[119], Mem[118], Mem[117], Mem[116]};
assign  memory[30] = {Mem[123], Mem[122], Mem[121], Mem[120]};
assign  memory[31] = {Mem[127], Mem[126], Mem[125], Mem[124]};
initial begin
	for(i=0; i<128; i=i+1)
		Mem[i] = 8'b0;
end 
always@(posedge clk_i) begin
    if(MemWrite_i) begin
		Mem[addr_i+3] <= data_i[31:24];
		Mem[addr_i+2] <= data_i[23:16];
		Mem[addr_i+1] <= data_i[15:8];
		Mem[addr_i]   <= data_i[7:0];
	end
end
always@(addr_i or MemRead_i) begin
	if(MemRead_i)
		data_o = {Mem[addr_i+3], Mem[addr_i+2], Mem[addr_i+1], Mem[addr_i]};
end
endmodule
==> /design/flow/run.sh <==
#!/bin/bash
# OpenROAD 26Q1-2900-gdf79404cd8, Yosys 0.63+post, stock flow scripts
make -C /OpenROAD-flow-scripts/flow DESIGN_CONFIG=/design/flow/config.mk WORK_HOME=/design/flow/orfs finish
==> /design/flow/config.mk <==
export PLATFORM = sky130hd
export DESIGN_NAME = Data_Memory
export DESIGN_NICKNAME = Data_Memory
export VERILOG_FILES = /design/flow/design.v
export SDC_FILE = /design/flow/constraint.sdc
export NUM_CORES = 4
export LEC_CHECK = 1
export CORE_UTILIZATION = 30
==> /design/flow/constraint.sdc <==
current_design Data_Memory

set clk_period 13.0
set clk_io_pct 0.2

create_clock -name clk0 -period $clk_period [get_ports {clk_i}]

set non_clock_inputs [all_inputs -no_clocks]
set_input_delay [expr $clk_period * $clk_io_pct] -clock clk0 $non_clock_inputs
set_output_delay [expr $clk_period * $clk_io_pct] -clock clk0 [all_outputs]
==> metrics.cfg <==
[run_status]
status=completed

[logic_synthesis]
syn_area_sq_um=102000
ys_cells=9411
ys.flops=1056
ys_async_sr_fraction_pct=0
synthCells=9411
synthTopCellsByArea=edfxtp_1, mux4_2, mux2i_1
synthFlopType=edfxtp_1
largest_area_cell=edfxtp_1
synth-edff-count=1024
top_area_share_pct=30.2
synth.avg_cell_area_sq_um=10.8
synth-area-yosys_sq_um=102000
synth.distinct_cells=81
yosysWarnings=1

[run]
warnings=67
max-cap-violations=0

[die]
coreArea_sq_um=337000
dieWidth_microns=584
die_h_microns=584
io_pins=99
rows=213
fp_util_pct=30.2
chipArea_sq_um=341000

[clock_tree]
cts_max_path_buffers=4
root_buffer=clkbuf_16
cts_resized=0
cts_buffers=146
path_clk_slew_ps=60
post_cts_buffers=0
h-tree-depth=4
ctsHoldBuffers=0
cts_tree=done

[setup_path]
critPathLaunch=addr_i[0]
worstPathMaxFanout=41
arrival_ps=8640
startpoint_type=primary input
critPathRequiredTime_ps=13470
endpoint_kind=flip-flop
worstSetupPathType=primary input to flip-flop

[timing]
drv_slew=0
rsz0062_at_grt=no
unclocked_regs=32
fmax_mhz=122
period_used_pct=62.9
setup_tns_ps=0
setup_violations=0
tightest_slew_ps=1220
hold_violations=0
untimed_endpoints=64
fin_crit_ps=8180
maxSlewHeadroom_pct=16.1

[global_routing]
grt_pass1_wl_mm=799
antenna_found_initial=75
first_global_vias=90000
grt.overflow.total=0
grt_max_degree=131
grtUsageTotal_pct=36.2

[placement]
io_buffers=73
place.gp.congestion=1.12
numPlacedInstances=13300
hpwl_mm=398

[cells_and_area]
layout_top_cells=mux2i_1, mux4_2, edfxtp_1, nand2_1, o22ai_1
synthToLayoutAreaGrowth_pct=9.97
final_common_cell=mux2i_1
drive_gt1_share_pct=27.1
stdcell_count=13600

[power_and_ir_drop]
ir_drop_mv=0.107
power_leakage_nw=38.8
powerDensity_nw_per_um2=98.4

[min_path]
holdCritStartpoint=data_i[6]
hold_class=primary input to flip-flop

[routing]
drc=0
vias=95400
drt-wirelength-per-cell_microns=44.2
vias_per_cell=7.01
ant_nets=0
wirelength_mm=602
first_pass_iters=10
drt_iter0_drc=12100

[flip-flops by register name, indices dropped and copies added, names as in the netlist]
register and flops:
data_o 32, Mem 1024
[metal layers]
metal,GRT usage (%),routed length [microns],part of all wire [%],up-vias
met1,38.4,185000,31,46700
met5,8.73,2950,0.49,-
li1,-,-,-,36500
met2,47.0,239000,40,9626
met4,26.2,57600,9.6,112
met3,28.8,118000,20,2453
[layout make-up]
| type | count | area, sq um |
|---|---|---|
| well taps | 4515 | 5650 |
| diodes | 72 | 180 |
| inverters | 6 | 32.5 |
| flip-flops and latches | 1056 | 31200 |
| multi-input cells | 7196 | 66000 |
| clock buffers | 171 | 3770 |
| clock inverters | 77 | 797 |
| repair buffers | 515 | 4170 |
| fillers | 32900 | 225000 |
[synth_stat cells (159+ instances only)]
master	number
nand3_1	159
nand2_1	991
a21o_1	512
buf_2	288
a21oi_1	572
edfxtp_1	1024
mux4_2	1031
mux2i_1	1233
mux2_2	522
nor2_1	338
o21ai_0	543
clkbuf_1	751
o22ai_1	613
[through the flow]
stage	power, mW	setup slack, ps	cell area, sq um	hold slack [ps]	util [%]
floorplan	5.43	6260	102000	3090	-
global placement	6.78	4590	107000	3140	31.8
detailed placement	6.79	4570	107000	3150	31.8
CTS	10.8	5390	112000	2230	33.1
global route	11.1	5250	112000	2270	33.1
finish	11.0	4820	112000	2240	33.2
[cell families after synthesis]
kind of cell    synth area share, %
flops                          30.2
fa+ha+maj                    0.0861
xor+xnor                      0.159
buf+inv                        4.79
compound gates                 15.0
latches                       0.472
simple gates                   8.53
mux                            40.7
[worst max-delay path, stage by stage]
cell and delay, ps:
buf_8 360, inv_2 430, ha_2 980, buf_4 520, and2_2 430, buf_4 790
nand3_2 890, buf_4 630, o211ai_1 850
[report_power, final]
part | internal [mW] | leakage [nW] | total [mW] | switching, mW
registers | 3.73 | 9.47 | 3.83 | 0.0950
logic | 0.995 | 27.1 | 3.12 | 2.13
clock network | 2.35 | 2.23 | 4.06 | 1.71
total | 7.08 | 38.8 | 11.0 | 3.94
[final timing paths]
path	depth (start not counted)	to	slack, ps
setup / recovery	9	Mem[76][4]	4820
hold / removal	3	Mem[104][6]	2240
Power and IR drop assume default switching activity.
